File: /design/flow/config.mk
export PLATFORM = sky130hd
export DESIGN_NAME = mem_dut
export DESIGN_NICKNAME = mem_dut
export VERILOG_FILES = /design/flow/design.v
export SDC_FILE = /design/flow/constraint.sdc
export NUM_CORES = 4
export LEC_CHECK = 1
export CORE_AREA = 10 10 504 504
export DIE_AREA = 0 0 514 514
File: /design/flow/constraint.sdc
current_design mem_dut

set clk_period 38.3
set clk_io_pct 0.2

create_clock -name clk0 -period $clk_period [get_ports {clk}]

set non_clock_inputs [all_inputs -no_clocks]
set_input_delay [expr $clk_period * $clk_io_pct] -clock clk0 $non_clock_inputs
set_output_delay [expr $clk_period * $clk_io_pct] -clock clk0 [all_outputs]
File: /design/flow/design.v
module mem_dut(
input clk,
input resetn,
input rd,
input wr,
output empty,
input [511:0] wdata,
output [511:0] rdata
);
integer i;
reg [63:0] waddr;
reg [63:0] raddr;
reg [511:0] mem[2**32 - 1:0];
assign rdata= mem[raddr];
assign empty = waddr==raddr;
always@(posedge clk or negedge resetn)
  if(!resetn)
   begin
     for(i=0;i<512;i=i+1)
        mem[i]=0;
   end
  else if(wr)
    mem[waddr]=wdata;
always@(posedge clk or negedge resetn)
 if(!resetn)
   raddr <= 1'b0;
 else if(rd)
   raddr <= raddr + 1;
always@(posedge clk or negedge resetn)
 if(!resetn)
   waddr <= 1'b0;
 else if(wr)
   waddr <= waddr + 1;
endmodule
File: /design/flow/run.sh
#!/bin/bash
# OpenROAD 26Q1-2900-gdf79404cd8, Yosys 0.63+post, stock flow scripts
make -C /OpenROAD-flow-scripts/flow DESIGN_CONFIG=/design/flow/config.mk WORK_HOME=/design/flow/orfs finish
==> writeup.txt <==
The flow ran to the end, and the final reports show no timing, DRC or antenna violations. The run gives 17.6% for the utilization after layout. The most critical min-delay path falls under reg2reg. According to the report, the first pass of detailed routing completed in 4 iterations.

On the critical path the largest part of the delay comes from buffers and inverters. On the final layout, the worst clock skew is 0.0314 ns. CTS reports a maximum clock tree buffer depth of 3.

The run gives 0.865 for the routability congestion estimate. The initial antenna violation count came out at 148. The number of DRC markers after the initial detailed-route iteration was 659. STA shows the worst min-delay path finishing at waddr[63]. Total half-perimeter wirelength after legalization and detailed placement: 133 mm.

TritonCTS created 81 clock buffers. The worst setup path is captured at a flip-flop. The number of standard cells reported by yosys came out at 1733. The logs give 0 for the number of endpoints with negative hold slack in the final report and 40.6% for the relative slew slack.

The transition time recorded at the tightest slew-check pin is 0.883 ns. The most critical hold endpoint after final layout shows a slack of 0.489 ns. The area inside the core boundary is 0.243 mm2, and the overflow left after global routing is 0.

The run gives 0 as the number of max-capacitance violations reported. After detailed routing, no signal wire sits above met5. Listed in order, past its start point the critical path passes clkdlybuf4s50_1 > nor2b_4 > buf_4 > buf_4 > buf_4 > buf_4 > mux2_2.

The number of cells on the worst hold path came out at 1. The startpoint type of the worst setup path was an input pin. Summed over all nets, the switching power comes to 933 uW. The areal power density over the cells came out at 72.9 mW/mm2. TritonCTS built the clock tree.

Per STA, the library cell used most along the worst path is buf_4. 1029 I/O pins were placed. The sequential area share after synthesis is 62.0%.

The run gives 2 for the count of synthesis-stage warnings from yosys. The tools report the DRC violation count after routing as 0. The logs give 154 mm for the post-detailed-routing wire length and 12.09 ns for the critical path data arrival time.

The synthesized netlist handed to floorplanning was reported with a cell count of 1733. Entering global routing, the biggest net connects 105 pins. According to the floorplan report, the die width is 514 um. For the cell count after placement, the log shows 5908.

In the power breakdown, the internal column shows 2.18 mW. The layout stage reports a final design area of 0.0427 mm2. The run gives 3 as the count of H-tree levels built during CTS. The logs give 38.4% for the combinational share of power and 24.9% for the power share of the clock group.

The highest supply drop recorded on VDD is 0.0371 mV. The report puts the hold buffer count at CTS at 0. Once detail routing completed, the nets flagged for antenna violations numbered 0.

Per the timing report, the most critical flop-to-flop path originates at waddr[0]. Routed length on met2: 79.2 mm. The biggest fanout along the worst timing path came out at 65. Endpoints with negative setup slack in the final report add up to 0.

The final-report max-slew violation count was 0. The run gives 11.52 ns for the minimum period implied by the final worst setup slack. TritonRoute output was used to compute an average wire per cell of 25.3 um. The global routing report lists combined usage of all routing layers as 11.4%. The clock tree has to reach 640 sinks. The effective utilization at floorplan came out at 10.6%.

The total length of routed met3 wires came out at 19.7 mm. Per the timing report, the most critical flop-to-flop path finishes at mem[0][233]. From synthesis to final layout, the design area changed by 65.2%.

After clock tree synthesis, the setup repair step added 0 buffers. Category of the critical setup timing path: in2reg. The run gives 19500 for the via count of the first global-routing pass. For the worst-skew pair, the clock arrives at the later sink with an insertion delay of 0.71 ns. The critical path endpoint has a required time of 38.87 ns. For the total of cells resized after clock tree synthesis, the log shows 0.

The run gives 16.9 nW for the leakage power total. The finished layout holds 6067 standard cells, fillers aside. The chip area from the yosys synthesis statistics was 0.0258 mm2; the number of logic stages on the critical path including buffering was 7. The final critical-path share of the clock period was 30.1%.

Once placement finished, the instance area stood at 0.0399 mm2. The root buffer cell chosen for the clock tree is clkbuf_16. The part of the power in registers is 36.6%, and the wire length the detailed router placed on met1 is 50.2 mm. Per the synth log, the flip-flop and latch total comes to 640.

The run gives 0 ns for the total negative setup slack. The delay of the slowest cell on the worst path was 0.74 ns. Setup repair after global routing left no endpoint under its margin.

OpenROAD emitted warnings numbering 28. The wire length of the first global-routing pass came out at 197 mm. The beginning of the critical path is wr. Summing internal, switching and leakage power gives 3.11 mW. In this run the mean area of a mapped cell was 14.9 um2. The mapped cell area came out at 0.0258 mm2. The registers of the reported paths see a clock transition of 0.06 ns.

The highest clock frequency the design can meet came out at 0.0868 GHz. Per the OpenROAD floorplan log, the height of the die is 514 um. Net switching is 30.0% of the power. For flop-to-flop paths, the worst setup slack is 33.92 ns. With the die area at 0.264 mm2, the number of cell instances on the worst register-to-register path is 6. Per the post-run analysis, buffers plus inverters along the critical path come to 5. The floorplan has 181 rows. The cell with the largest stage delay on the worst path is buf_4. As logged by OpenROAD, the buffers inserted on ports number 1028.

The run gives 25.97 ns for the placement-stage worst setup slack. The count of filler cells inserted in the layout was 26300. The via count normalized by instance count was 3.12; the proportion of layout cells with a drive suffix above 1 was 24.7%.

For the count of cell types in the netlist, the log shows 34. STA lists the startpoint of the worst hold path as waddr[63]. In the post-route analysis, the smallest setup slack over all paths is 26.78 ns. The routed via count is 18900.
[layer usage]
layer	vias to the layer above	global-route usage, %
met3	314	6.45
met2	937	20.5
met1	9293	11.6
met5	-	0
li1	8272	-
met4	106	1.82
[how the worst max path moves through the flow]
| stage | to | slack [ns] |
|---|---|---|
| CTS | mem[0][303] | 26.76 |
| global route | mem[0][388] | 26.55 |
| finish | mem[0][233] | 26.78 |
[area by class of cell]
type	count	area [um2]	area share (%)
diodes	15	37.5	0.0880
multi-input cells	1003	9390	22.0
well taps	3202	4010	9.39
inverters	14	52.6	0.123
clock inverters	24	357	0.836
repair buffers	1049	10500	24.6
clock buffers	120	2310	5.42
flip-flops and latches	640	16000	37.5
[registers in the layout (all words and copies together), names as in the netlist]
| register | count |
|---|---|
| mem | 512 |
| raddr | 64 |
| waddr | 64 |
[cells by family (layout without fill, tap and decap cells)]
group / Yosys count / after routing / synth area share, %
xor gates and xnor gates: 190 / 190 / 6.44
muxes: 514 / 514 / 22.4
adders and majority gates: 2 / 2 / 0.0969
buffers and inverters: 90 / 1207 / 1.63
DFF: 640 / 640 / 62.0
and+or+nand+nor: 297 / 297 / 7.39
other: 0 / 15 / 0
[cells in the mapped netlist (all sizes together)]
cell | n | share of area (%)
and2b | 1 | 0.029
mux2 | 514 | 22
and2 | 4 | 0.097
nand4 | 43 | 1.5
nor4 | 39 | 1.5
or3 | 3 | 0.073
and4 | 13 | 0.45
nor4b | 2 | 0.12
clkbuf | 19 | 0.28
nor3 | 34 | 0.83
and3 | 11 | 0.27
xnor2 | 57 | 1.9
inv | 14 | 0.20
or2 | 6 | 0.15
xor2 | 133 | 4.5
nand2 | 52 | 0.76
nor2 | 44 | 0.65
nand3 | 44 | 0.94
nor2b | 1 | 0.024
buf | 57 | 1.2
dfrtp | 640 | 62
ha | 2 | 0.097
[power groups by stage]
stage	registers (mW)	logic [mW]	clock network, mW
5_1_grt	1.18	1.29	0.836
4_1_cts	1.14	1.28	0.811
6_report	1.14	1.19	0.775
[cell usage in the layout, fill, tap and decap left out, drive strengths merged, types with 6 or more instances in the layout]
cell type / n
clkdlybuf4s50: 1027
nand4: 43
inv: 17
dfrtp: 640
mux2: 514
buf: 22
nor4: 39
nor2: 44
nand2: 52
clkinv: 11
nand3: 44
and4: 13
xor2: 133
and3: 11
or2: 6
xnor2: 57
diode: 15
clkbuf: 120
nor3: 34
Power is estimated from default activity; no workload was simulated.
