==> design/flow/design.v <==
module rdata_mux_m4(
input  reset_n,
output    [3:0]  m00_axi_rid,
output   [31:0]  m00_axi_rdata,
output           m00_axi_rlast,
output    [1:0]  m00_axi_rresp,
output           m00_axi_rvalid,
input            m00_axi_rready,
input     [3:0]  rid_DMA,
input    [31:0]  rdata_DMA,
input            rlast_DMA,
input     [1:0]  rresp_DMA,
input            rvalid_DMA,
output           rready_DMA,
input     [3:0]  rid_SPI,
input    [31:0]  rdata_SPI,
input            rlast_SPI,
input     [1:0]  rresp_SPI,	
input            rvalid_SPI,
output           rready_SPI,
input     [3:0]  rid_I2C,
input    [31:0]  rdata_I2C,
input            rlast_I2C,
input     [1:0]  rresp_I2C,
input            rvalid_I2C,
output           rready_I2C,
input     [3:0]  rid_FLASH_NAND,
input    [31:0]  rdata_FLASH_NAND,
input            rlast_FLASH_NAND,
input     [1:0]  rresp_FLASH_NAND,
input            rvalid_FLASH_NAND,
output           rready_FLASH_NAND,
input     [3:0]  rid_FLASH_NOR,
input    [31:0]  rdata_FLASH_NOR,
input            rlast_FLASH_NOR,
input     [1:0]  rresp_FLASH_NOR,
input            rvalid_FLASH_NOR,
output           rready_FLASH_NOR,
input     [3:0]  rid_PCIe,
input    [31:0]  rdata_PCIe,
input            rlast_PCIe,
input     [1:0]  rresp_PCIe,	
input            rvalid_PCIe,
output           rready_PCIe,
input     [3:0]  rid_ETHERNET,
input    [31:0]  rdata_ETHERNET,
input            rlast_ETHERNET,
input     [1:0]  rresp_ETHERNET,
input            rvalid_ETHERNET,
output           rready_ETHERNET,
input     [3:0]  rid_DDR3,
input    [31:0]  rdata_DDR3,
input            rlast_DDR3,
input     [1:0]  rresp_DDR3,
input            rvalid_DDR3,
output           rready_DDR3,
input     [3:0]  sel
);
assign m00_axi_rid  = ((rid_DMA[3:2]==sel)&rvalid_DMA) ? rid_DMA[3:0] : ((rid_SPI[3:2]==sel)&rvalid_SPI) ? rid_SPI[3:0] : ((rid_I2C[3:2]==sel)&rvalid_I2C) ? rid_I2C[3:0] : ((rid_FLASH_NAND[3:2]==sel)&rvalid_FLASH_NAND) ? rid_FLASH_NAND[3:0] : ((rid_FLASH_NOR[3:2]==sel)&rvalid_FLASH_NOR) ? rid_FLASH_NOR[3:0] : ((rid_PCIe[3:2]==sel)&rvalid_PCIe) ? rid_PCIe[3:0] : ((rid_ETHERNET[3:2]==sel)&rvalid_ETHERNET) ? rid_ETHERNET[3:0]: rid_DDR3[3:0];
assign m00_axi_rdata  = ((rid_DMA[3:2]==sel)&rvalid_DMA) ? rdata_DMA : ((rid_SPI[3:2]==sel)&rvalid_SPI) ? rdata_SPI : ((rid_I2C[3:2]==sel)&rvalid_I2C) ? rdata_I2C : ((rid_FLASH_NAND[3:2]==sel)&rvalid_FLASH_NAND) ? rdata_FLASH_NAND : ((rid_FLASH_NOR[3:2]==sel)&rvalid_FLASH_NOR) ? rdata_FLASH_NOR : ((rid_PCIe[3:2]==sel)&rvalid_PCIe) ? rdata_PCIe : ((rid_ETHERNET[3:2]==sel)&rvalid_ETHERNET) ? rdata_ETHERNET  : rdata_DDR3;
assign m00_axi_rresp  = ((rid_DMA[3:2]==sel)&rvalid_DMA) ? rresp_DMA : ((rid_SPI[3:2]==sel)&rvalid_SPI) ? rresp_SPI : ((rid_I2C[3:2]==sel)&rvalid_I2C) ? rresp_I2C:((rid_FLASH_NAND[3:2]==sel)&rvalid_FLASH_NAND) ? rresp_FLASH_NAND : ((rid_FLASH_NOR[3:2]==sel)&rvalid_FLASH_NOR) ? rresp_FLASH_NOR : ((rid_PCIe[3:2]==sel)&rvalid_PCIe) ? rresp_PCIe :((rid_ETHERNET[3:2]==sel)&rvalid_ETHERNET) ? rresp_ETHERNET : rresp_DDR3;
assign m00_axi_rlast  = ((rid_DMA[3:2]==sel)&rvalid_DMA) ? rlast_DMA : ((rid_SPI[3:2]==sel)&rvalid_SPI) ? rlast_SPI : ((rid_I2C[3:2]==sel)&rvalid_I2C) ? rlast_I2C : ((rid_FLASH_NAND[3:2]==sel)&rvalid_FLASH_NAND) ? rlast_FLASH_NAND: ((rid_FLASH_NOR[3:2]==sel)&rvalid_FLASH_NOR) ? rlast_FLASH_NOR : ((rid_PCIe[3:2]==sel)&rvalid_PCIe) ? rlast_PCIe : ((rid_ETHERNET[3:2]==sel)&rvalid_ETHERNET) ? rlast_ETHERNET : ((rid_DDR3[3:2]==sel)&rvalid_DDR3) ? rlast_DDR3 : 1'b0;
assign m00_axi_rvalid  = ((rid_DMA[3:2]==sel)&rvalid_DMA) ? rvalid_DMA : ((rid_SPI[3:2]==sel)&rvalid_SPI) ? rvalid_SPI : ((rid_I2C[3:2]==sel)&rvalid_I2C) ? rvalid_I2C : ((rid_FLASH_NAND[3:2]==sel)&rvalid_FLASH_NAND) ? rvalid_FLASH_NAND : ((rid_FLASH_NOR[3:2]==sel)&rvalid_FLASH_NOR) ? rvalid_FLASH_NOR : ((rid_PCIe[3:2]==sel)&rvalid_PCIe) ? rvalid_PCIe : ((rid_ETHERNET[3:2]==sel)&rvalid_ETHERNET) ? rvalid_ETHERNET : ((rid_DDR3[3:2]==sel)&rvalid_DDR3) ? rvalid_DDR3 : 1'b0;
assign rready_DMA = ((rid_DMA[3:2]==sel)&rvalid_DMA) ? m00_axi_rready : ((rid_SPI[3:2]==sel)&rvalid_SPI) ? 1'b0 : ((rid_I2C[3:2]==sel)&rvalid_I2C) ? 1'b0 : ((rid_FLASH_NAND[3:2]==sel)&rvalid_FLASH_NAND) ? 1'b0 : ((rid_FLASH_NOR[3:2]==sel)&rvalid_FLASH_NOR) ? 1'b0 : ((rid_PCIe[3:2]==sel)&rvalid_PCIe) ? 1'b0 : ((rid_ETHERNET[3:2]==sel)&rvalid_ETHERNET) ? 1'b0 : ((rid_DDR3[3:2]==sel)&rvalid_DDR3) ? 1'b0 : 1'b0;
assign rready_SPI = ((rid_DMA[3:2]==sel)&rvalid_DMA) ? 1'b0 : ((rid_SPI[3:2]==sel)&rvalid_SPI) ? m00_axi_rready : ((rid_I2C[3:2]==sel)&rvalid_I2C) ? 1'b0 : ((rid_FLASH_NAND[3:2]==sel)&rvalid_FLASH_NAND) ? 1'b0 : ((rid_FLASH_NOR[3:2]==sel)&rvalid_FLASH_NOR) ? 1'b0 : ((rid_PCIe[3:2]==sel)&rvalid_PCIe) ? 1'b0 : ((rid_ETHERNET[3:2]==sel)&rvalid_ETHERNET) ? 1'b0 : ((rid_DDR3[3:2]==sel)&rvalid_DDR3) ? 1'b0 : 1'b0;
assign rready_I2C = ((rid_DMA[3:2]==sel)&rvalid_DMA) ? 1'b0 : ((rid_SPI[3:2]==sel)&rvalid_SPI) ? 1'b0 : ((rid_I2C[3:2]==sel)&rvalid_I2C) ? m00_axi_rready : ((rid_FLASH_NAND[3:2]==sel)&rvalid_FLASH_NAND) ? 1'b0 : ((rid_FLASH_NOR[3:2]==sel)&rvalid_FLASH_NOR) ? 1'b0 : ((rid_PCIe[3:2]==sel)&rvalid_PCIe) ? 1'b0 : ((rid_ETHERNET[3:2]==sel)&rvalid_ETHERNET) ? 1'b0 : ((rid_DDR3[3:2]==sel)&rvalid_DDR3) ? 1'b0 : 1'b0;
assign rready_FLASH_NAND = ((rid_DMA[3:2]==sel)&rvalid_DMA) ? 1'b0 : ((rid_SPI[3:2]==sel)&rvalid_SPI) ? 1'b0 : ((rid_I2C[3:2]==sel)&rvalid_I2C) ? 1'b0 : ((rid_FLASH_NAND[3:2]==sel)&rvalid_FLASH_NAND) ? m00_axi_rready : ((rid_FLASH_NOR[3:2]==sel)&rvalid_FLASH_NOR) ? 1'b0 : ((rid_PCIe[3:2]==sel)&rvalid_PCIe) ? 1'b0 : ((rid_ETHERNET[3:2]==sel)&rvalid_ETHERNET) ? 1'b0 : ((rid_DDR3[3:2]==sel)&rvalid_DDR3) ? 1'b0 : 1'b0;
assign rready_FLASH_NOR = ((rid_DMA[3:2]==sel)&rvalid_DMA) ? 1'b0 : ((rid_SPI[3:2]==sel)&rvalid_SPI) ? 1'b0 : ((rid_I2C[3:2]==sel)&rvalid_I2C) ? 1'b0 : ((rid_FLASH_NAND[3:2]==sel)&rvalid_FLASH_NAND) ? 1'b0  : ((rid_FLASH_NOR[3:2]==sel)&rvalid_FLASH_NOR) ? m00_axi_rready: ((rid_PCIe[3:2]==sel)&rvalid_PCIe) ? 1'b0 : ((rid_ETHERNET[3:2]==sel)&rvalid_ETHERNET) ? 1'b0 : ((rid_DDR3[3:2]==sel)&rvalid_DDR3) ? 1'b0 : 1'b0;
assign rready_PCIe = ((rid_DMA[3:2]==sel)&rvalid_DMA) ? 1'b0 : ((rid_SPI[3:2]==sel)&rvalid_SPI) ? 1'b0 : ((rid_I2C[3:2]==sel)&rvalid_I2C) ? 1'b0 : ((rid_FLASH_NAND[3:2]==sel)&rvalid_FLASH_NAND) ? 1'b0  : ((rid_FLASH_NOR[3:2]==sel)&rvalid_FLASH_NOR) ? 1'b0 : ((rid_PCIe[3:2]==sel)&rvalid_PCIe) ? m00_axi_rready: ((rid_ETHERNET[3:2]==sel)&rvalid_ETHERNET) ? 1'b0 : ((rid_DDR3[3:2]==sel)&rvalid_DDR3) ? 1'b0 : 1'b0;
assign rready_ETHERNET = ((rid_DMA[3:2]==sel)&rvalid_DMA) ? 1'b0 : ((rid_SPI[3:2]==sel)&rvalid_SPI) ? 1'b0 : ((rid_I2C[3:2]==sel)&rvalid_I2C) ? 1'b0 : ((rid_FLASH_NAND[3:2]==sel)&rvalid_FLASH_NAND) ? 1'b0  : ((rid_FLASH_NOR[3:2]==sel)&rvalid_FLASH_NOR) ? 1'b0 : ((rid_PCIe[3:2]==sel)&rvalid_PCIe) ?  1'b0 : ((rid_ETHERNET[3:2]==sel)&rvalid_ETHERNET) ? m00_axi_rready : ((rid_DDR3[3:2]==sel)&rvalid_DDR3) ? 1'b0 : 1'b0;
assign rready_DDR3 = ((rid_DMA[3:2]==sel)&rvalid_DMA) ? 1'b0 : ((rid_SPI[3:2]==sel)&rvalid_SPI) ? 1'b0 : ((rid_I2C[3:2]==sel)&rvalid_I2C) ? 1'b0 : ((rid_FLASH_NAND[3:2]==sel)&rvalid_FLASH_NAND) ? 1'b0  : ((rid_FLASH_NOR[3:2]==sel)&rvalid_FLASH_NOR) ? 1'b0 : ((rid_PCIe[3:2]==sel)&rvalid_PCIe) ?  1'b0 : ((rid_ETHERNET[3:2]==sel)&rvalid_ETHERNET) ? 1'b0 : ((rid_DDR3[3:2]==sel)&rvalid_DDR3) ? m00_axi_rready : 1'b0;
endmodule
==> design/flow/run.sh <==
#!/bin/bash
# OpenROAD 26Q1-2900-gdf79404cd8, Yosys 0.63+post, stock flow scripts
make -C /OpenROAD-flow-scripts/flow DESIGN_CONFIG=/design/flow/config.mk WORK_HOME=/design/flow/orfs finish
==> design/flow/config.mk <==
export PLATFORM = sky130hd
export DESIGN_NAME = rdata_mux_m4
export DESIGN_NICKNAME = rdata_mux_m4
export VERILOG_FILES = /design/flow/design.v
export SDC_FILE = /design/flow/constraint.sdc
export NUM_CORES = 4
export LEC_CHECK = 1
export CORE_AREA = 10 10 151 151
export DIE_AREA = 0 0 161 161
==> design/flow/constraint.sdc <==
current_design rdata_mux_m4

set clk_period 8.1
set clk_io_pct 0.2

create_clock -name clk0 -period $clk_period

set non_clock_inputs [all_inputs -no_clocks]
set_input_delay [expr $clk_period * $clk_io_pct] -clock clk0 $non_clock_inputs
set_output_delay [expr $clk_period * $clk_io_pct] -clock clk0 [all_outputs]
==> qor.csv <==
metric;value;unit
status;finished clean;
Hold Slack;4270;ps
row cnt;51;
Int Pwr;235.3;uW
total number of vias;5591;
Final period util;0.8543;
XOR Share, Synth;0.05242;
Setup CP Type;input pin to primary output;
Top cell area share;0.1415;
Complex Gates by Area;0.3395;
sw frac;0.3376;
startpoint class of the critical path;input pin;
Final Max Tran Viols;0;
Routed Antenna Nets;0;
hold buffers post-CTS;0;
maximum capacitance violations;0;
Ys Warns;0;
Cells after Synth;534;
Worst slew margin;0.3890;
synthesized area;3103;sq um
Placer Congestion;0.8875;
overall power;355.2;uW
synth top area cells;nand2_1 14%, a222oi_1 9.7%, nor2_1 9.4%;
core footprint;19530;sq um
DRT Pass-1 Iters;9;
Data required, critical path;6480;ps
gr ovfl total;0;
top comb family, area;simple AND/OR/NAND/NOR gates;
largest net degree at the start of global routing;43;
number of buffers added on ports;373;
mux frac, synth;0.02339;
Seq/Total Area, Yosys;0;
Power per Cell Area;50.26;nW/um^2
fillers;2119;
crit end category;primary output;
Setup Buffers After CTS;0;
post-DP HPWL;20.15;mm
DRT iter0 DRCs;523;
FMAX;144.5;MHz
flop count;0;
Init Core Util;0.1589;
crit path to;m00_axi_rdata[1];
# diodes;0;
CP startpoint;sel[1];
Top cell excl fill/tap;clkdlybuf4s50_1;
Log Warnings;33;
CP Max Fanout;23;
Clock power frac;0;
Yosys Instances;534;
Crit path largest cell delay;920;ps
Sw Pwr;119.9;uW
# setup viols final;0;
initial antenna violation count;0;
Residual DRC;0;
chip area;25920;sq um
Placed Cells;1135;
IO Pins;374;
post-synth cell types;54;
RSZ-0062 raised after global routing;false;
Die Y;161;um
register area;0;sq um
Seq pwr share;0;
drt total wl;24.93;mm
Avg Synthesized Cell Area;5.811;sq um
CTS resizes;0;
die width;161;um
maximum VDD drop;0.00002845;V
Final Cell Area;7067;sq um
number of global-route vias before repair;5609;
adder share;0;
Top cells excl fill/tap;373 x clkdlybuf4s50_1, 117 x nand2_1, 78 x nor2_1;
Combinational Power Share;1.000;
Worst Tran Pin Value;914.5;ps
Layout area overhead;127.7;%
Cell Chain, Critical Path;clkdlybuf4s50_1 > xnor2_2 > nand4_1 > nand2_1 > a21oi_4 > buf_4 > nand2_1 > nand3_1 > clkdlybuf4s50_1;
YS chip area;3103;sq um
first-pass GRT wire length;36.14;mm
WP data arrival;5300;ps
share of layout cells above drive strength 1;0.04943;
Placed Area;7067;sq um
Final TNS setup;0;ps
Cell Count, Final, Fillers Out;1135;
CP delay by family, top;buffers and inverters;
drt wl/cell;21.96;um
final hold vios;0;
Total GRT Usage;0.1783;
Final min period;6920;ps
slowest stage cell, crit path;clkdlybuf4s50_1;
clkbuf count;0;
WP depth;9;
Pleak;2.586;nW
vias per cell;4.926;
CP Buf/Inv Count;3;
Simple Share, Synth;0.5024;
Hold Path Class;input pin to primary output;
post-synth top area cell;nand2_1;
[metrics by stage]
step	worst slack [ps]	util
after detailed placement	1185	0.3619
after floorplan	3365	-
after global placement	1186	0.3619
after CTS	1188	0.3619
final	1180	0.3619
after global routing	992.9	0.3619
[cell type report]
| cell class | instances | area (sq um) | share of cell area |
|---|---|---|---|
| Multi-Input combinational cell | 481 | 2889 | 0.4088 |
| Timing Repair Buffer | 387 | 3839 | 0.5432 |
| Inverter | 2 | 7.507 | 0.001062 |
| Tap cell | 265 | 331.6 | 0.04692 |
[power groups by stage]
stage,registers (mW),logic [mW],clock network (mW)
4_1_cts,0,0.357,0
5_1_grt,0,0.384,0
6_report,0,0.355,0
[tightest hold or removal path, cell delays in order]
cell	delay [ps]
clkdlybuf4s50_1	480
nand3_4	110
nor2_1	40
clkdlybuf4s50_1	400
[cells in the mapped netlist (all sizes together) (5+ instances only)]
library cell / count
nor2: 80
a21oi: 36
nand2: 119
a222oi: 30
and3: 7
a311oi: 33
buf: 28
nand3: 53
mux2i: 5
clkbuf: 23
nand4: 12
or3: 34
xnor2: 14
a22oi: 6
nor3: 7
[worst min-delay path by stage]
stage                   from           endpoint  cells after the start
CTS           m00_axi_rready  rready_FLASH_NAND                      4
global route    rdata_DMA[2]   m00_axi_rdata[2]                      4
finish        m00_axi_rready  rready_FLASH_NAND                      4
[kinds of logic after synthesis]
| kind of cell | count (synthesis) |
|---|---|
| compound gates | 129 |
| xor+xnor | 16 |
| buf+inv | 53 |
| mux | 7 |
| simple gates | 329 |
[per-layer routing]
metal	GRT usage	vias up	wire length [um]
met1	0.2284	2560	10240
met4	0.01199	0	171
li1	-	2701	-
met2	0.3128	320	12260
met3	0.03872	10	2259
met5	0	-	0
Power figures rest on the tool's default switching activity, not on a simulated workload.
